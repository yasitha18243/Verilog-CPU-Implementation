==> flow/design.v <==
`timescale 1ns/100ps
module mux4x1_ins(in0, in1, in2, in3, out, sel);
input [31:0] in0, in1, in2, in3;
input [1:0] sel;
output reg [31:0] out;
always @ (in0, in1, in2, in3, sel)
begin
   case(sel)
       2'b00 : #1 out = in0;
       2'b01 : #1 out = in1;
       2'b10 : #1 out = in2;
       2'b11 : #1 out = in3;
   endcase
end
endmodule
==> flow/run.sh <==
#!/bin/bash
# OpenROAD 26Q1-2900-gdf79404cd8, Yosys 0.63+post, stock flow scripts
make -C /OpenROAD-flow-scripts/flow DESIGN_CONFIG=/design/flow/config.mk WORK_HOME=/design/flow/orfs finish
==> flow/config.mk <==
export PLATFORM = sky130hd
export DESIGN_NAME = mux4x1_ins
export DESIGN_NICKNAME = mux4x1_ins
export VERILOG_FILES = /design/flow/design.v
export SDC_FILE = /design/flow/constraint.sdc
export NUM_CORES = 4
export LEC_CHECK = 1
export CORE_AREA = 10 10 95 95
export DIE_AREA = 0 0 105 105
==> flow/constraint.sdc <==
current_design mux4x1_ins

set clk_period 1.5
set clk_io_pct 0.2

create_clock -name clk0 -period $clk_period

set non_clock_inputs [all_inputs -no_clocks]
set_input_delay [expr $clk_period * $clk_io_pct] -clock clk0 $non_clock_inputs
set_output_delay [expr $clk_period * $clk_io_pct] -clock clk0 [all_outputs]
==> ci_impl_report.md <==
## Implementation flow summary

| Metric | Value |
|---|---|
| Max FO, Critical Path | `5` |
| Die width | `105 um` |
| Largest net degree at the start of global routing | `17` |
| Worst Setup Slack, final | `-59.5 ps` |
| Post-synthesis cell count | `39` |
| Req. time, crit path | `1200 ps` |
| Yosys stat chip area | `815 sq um` |
| Violated checks | `setup timing` |
| Setup TNS | `-766 ps` |
| Tool Warnings | `34` |
| Floorplan utilization | `11.8%` |
| Vias/cell | `3.96` |
| Area of the mapped netlist | `815 sq um` |
| Hold crit path type | `input pin to output port` |
| PD cells | `246 nW/um^2` |
| Tot GR Track Use | `11.9%` |
| Residual DRC | `0` |
| Leak pwr | `1.13 nW` |
| Gpl congestion | `0.839` |
| Post-cts hold buffer count | `0` |
| Area Overhead vs Synth | `193%` |
| Die H | `105 um` |
| RSZ-0062 raised after global routing | `true` |
| Flop Count | `0` |
| Sequential Area | `0 sq um` |
| Via Count | `1205` |
| Slew Limit Fails | `0` |
| DP Cell Count | `293` |
| Outcome | `complete, but fails checks` |
| Clkbuf count | `0` |
| Vias in the first global route | `1517` |
| Fin crit period | `1560 ps` |
| First-pass GRT wire length | `10.1 mm` |
| Port bufs | `162` |
| Core area | `6910 sq um` |
| Max Cap Viol | `0` |
| Slew Limit Headroom | `89.5%` |
| DP Wirelength | `6.16 mm` |
| Routed Antenna Nets | `0` |
| Worst hold margin | `1080 ps` |
| Depth of the worst hold-timing path | `3` |
| Fmax | `0.641 GHz` |
| Yosys warnings | `1` |
| Initial DRT Pass Iterations | `3` |
| Cell Count, Final, Fillers Out | `304` |
| Die ar. | `11000 sq um` |
| WP data arrival | `1260 ps` |
| Worst vdd ir | `0.000128 V` |
| Yosys stat cell total | `39` |
| GRT overflow | `0` |
| Hold Vio Cnt, Final | `0` |
| Worst Setup Slack post-DPL | `-643 ps` |
| Layout cell share with drive strength beyond 1 | `38.2%` |
| Worst setup path category | `input pin to output port` |
| Setup Viol. Count Final | `19` |
| Final period utilization | `104%` |
| Distinct lib cells | `5` |
| Initial antenna violation count | `1` |
| Avg Cell Area, Syn | `20.9 sq um` |
| I/O pins | `162` |
| Worst slew pin tran | `159 ps` |
| Avg WL per Cell | `22.6 um` |
| Cell Rows | `30` |
| Setup crit end kind | `output port` |
| DRT iter0 DRCs | `21` |
| Post-Route WL | `6.88 mm` |
| CP startpoint kind | `input pin` |
| Post-synthesis sequential area ratio | `0%` |
| Filler Cell Count | `751` |
==> layer usage <==
layer	GRT usage (%)	vias to the layer above	wire (um)
met5	0	-	0
met2	21.4	92	3550
met4	0	0	0
met1	14.0	569	2670
met3	4.53	0	657
li1	-	544	-
==> power breakdown <==
part | total [mW] | internal [mW] | switching (mW) | leakage, nW
clock network | 0.0000000891 | 0.0000000891 | 0 | 0.00000634
logic | 0.587 | 0.424 | 0.163 | 1.13
registers | 0 | 0 | 0 | 0
==> repair_timing <==
action | CTS | global route
hold endpoints to repair | 0 | 0
gates cloned | 2 | 1
endpoints found under the setup margin | 32 | 26
resized | 251 | 0
buffers inserted | 6 | 1
==> cells in the mapped netlist <==
master,number,area (sq um)
buf_12,3,60.1
mux4_1,2,52.6
buf_2,3,15.0
mux4_2,30,676
buf_6,1,11.3
==> metrics by stage <==
stage / util, % / power (mW) / area, sq um
3_3_place_gp: 36.6 / 0.742 / 2520
4_1_cts: 33.9 / 0.590 / 2340
2_1_floorplan: - / 0.189 / 815
3_5_place_dp: 36.6 / 0.745 / 2520
6_report: 34.5 / 0.587 / 2390
5_1_grt: 34.5 / 0.636 / 2390
==> cells in the final DEF, fill, tap and decap left out, drive strengths merged <==
master | netlist | layout
buf | 7 | 46
clkbuf | 0 | 1
diode | 0 | 1
dlygate4sd2 | 0 | 128
mux4 | 32 | 32
==> worst max-delay path: stages <==
cell and delay [ps]:
buf_12 90, buf_12 110, clkbuf_16 140, mux4_2 490
buf_2 130
==> cell families after synthesis <==
group	Yosys count	share of synthesized area, %
muxes	32	89.4
buffers and inverters	7	10.6
==> worst paths after layout <==
path | start | end | slack (ps)
setup / recovery | sel[0] | out[7] | -60
hold / removal | in0[24] | out[24] | 1080
==> final cells by class <==
class / instances / area, sq um / area share (%)
repair buffers: 175 / 1540 / 64.7
multi-input cells: 32 / 721 / 30.2
well taps: 96 / 120 / 5.03
diodes: 1 / 2.50 / 0.105
Power figures rest on the tool's default switching activity, not on a simulated workload.
